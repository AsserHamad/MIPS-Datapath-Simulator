==> ./design.v <==
module Controller(regDst,branch,memRead,memtoReg,
aluOp,memWrite,aluSrc,regWrite,instruction,clk);
output reg regDst,branch,memRead,memtoReg,
aluSrc,memWrite,regWrite;
  output reg [2:0]aluOp;
input[5:0] instruction ;
  input clk;
always@(posedge clk)
begin
 case(instruction)
  6'b000000: begin regDst <=1;  
             branch <= 0;
             memRead <=0;
             memtoReg <=0;
             memWrite <=0;
             aluSrc <=0;
             regWrite <=1;
             aluOp<=3'b010;
  end
 6'b000100:  begin branch<=1;  
              memRead<=0;
              memWrite<=0;
              aluSrc<=0;
              regWrite<=0; aluOp<=3'b001;end
6'b000101: begin branch<=1;  
            memRead<=0;
            memWrite<=0;
            aluSrc<=0;
            regWrite<=0; aluOp<=3'b111;end
6'b001000: begin regDst<=0;  
            branch<=0;
            memRead<=0;
            memtoReg<=0;
            memWrite<=0;
            aluSrc<=1;
            regWrite<=1; aluOp<=3'b101;end
6'b001100: begin regDst<=0;  
            branch<=0;
            memRead<=0;
            memtoReg<=0;
            memWrite<=0;
            aluSrc<=1;
            regWrite<=1; aluOp<=3'b100;end
6'b100011: begin regDst<=0;  
            branch<=0;
            memRead<=0;
            memtoReg<=0;
            memWrite<=0;
            aluSrc<=1;
            regWrite<=1;
             aluOp<=3'b110; end
6'b001101: begin regDst<=0;  
            branch<=0;
            memRead<=1;
            memtoReg<=1;
            memWrite<=0;
            aluSrc<=1;
            regWrite<=1;
 			aluOp<=3'b000;
			end
6'b101011: begin branch<=0;  
            memRead<=0;
            memWrite<=1;
            aluSrc<=1;
            regWrite<=0;
            aluOp<=3'b000; end
 endcase
end
endmodule
==> ./run.sh <==
#!/bin/bash
# OpenROAD 26Q1-2900-gdf79404cd8, Yosys 0.63+post, stock flow scripts
make -C /OpenROAD-flow-scripts/flow DESIGN_CONFIG=/design/flow/config.mk WORK_HOME=/design/flow/orfs finish
==> ./config.mk <==
export PLATFORM = sky130hd
export DESIGN_NAME = Controller
export DESIGN_NICKNAME = Controller
export VERILOG_FILES = /design/flow/design.v
export SDC_FILE = /design/flow/constraint.sdc
export NUM_CORES = 4
export LEC_CHECK = 1
export CORE_AREA = 10 10 73 73
export DIE_AREA = 0 0 83 83
==> ./constraint.sdc <==
current_design Controller

set clk_period 2.0
set clk_io_pct 0.2

create_clock -name clk0 -period $clk_period [get_ports {clk}]

set non_clock_inputs [all_inputs -no_clocks]
set_input_delay [expr $clk_period * $clk_io_pct] -clock clk0 $non_clock_inputs
set_output_delay [expr $clk_period * $clk_io_pct] -clock clk0 [all_outputs]
==> job_summary.md <==
### Yosys + OpenROAD results

| Metric | Value |
|---|---|
| Outcome | `finished, final reports clean` |
| DRT iter0 DRCs | `21` |
| Net Switching | `106 uW` |
| Power Density | `649 nW/um2` |
| CTS Buf Count | `3` |
| Final setup fails | `0` |
| Min Tclk post-route | `1.69 ns` |
| GR Util All Layers | `0.0340` |
| Top area contributor share | `0.558` |
| Number of global-route vias before repair | `443` |
| Drt total wl | `1.25 mm` |
| Top-count cell post-synth | `edfxtp_1` |
| Endpoint class of the critical path | `register` |
| Flop pwr share | `0.467` |
| Worst-path clk slew | `0.04 ns` |
| Setup_tns | `0 ns` |
| Leading area contributor after synthesis | `edfxtp_1` |
| Pleak | `0.000268 uW` |
| Syn Inst Count | `51` |
| RSZ-0062 raised after global routing | `false` |
| Ports | `17` |
| Vias | `462` |
| Clock power frac | `0.390` |
| Seq share, synth | `0.558` |
| Die width | `83 um` |
| Site row count | `22` |
| CTS tree | `built` |
| Max Cap Violations | `0` |
| Largest net degree at the start of global routing | `15` |
| Post_cts resized | `0` |
| Core Area | `3740 um2` |
| Routability cong. | `0.814` |
| Final period util | `0.846` |
| Number of fill cells in the layout | `423` |
| Routed wire per std cell | `10.6 um` |
| Max VDD drop | `208 uV` |
| Syn Area/Cell | `10.5 um2` |
| Initial antenna violation count | `0` |
| Slew Limit Fails | `0` |
| Bufs on Longest Clock Path | `2` |
| Startpoint Class | `input port` |
| Most frequent cells after synthesis | `edfxtp_1 (10), nor2_1 (8), a21oi_1 (5)` |
| Tool warnings | `25` |
| Diodes inserted | `0` |
| Netlist Area Pre-Place | `538 um2` |
| Rel. slew slack | `0.774` |
| Buffers added on ports | `16` |
| Synth top area cells | `edfxtp_1 (56%), nor2_1 (5.6%), a21oi_1 (4.7%), nand2b_1 (4.7%), a21o_1 (4.2%)` |
| Num Clock Sinks | `10` |
| Ratio of cells with drive above 1 in the final layout | `0.100` |
| Final Hold Viols | `0` |
| Crit Path Category | `in2reg` |
| First-pass GRT wire length | `2.04 mm` |
| Combinational power share | `0.143` |
| DRT Pass-1 Iters | `4` |
| H-Tree Depth | `1` |
| Syn. warnings | `1` |
| Ys cells | `51` |
| Crit path max fanout | `7` |
| Core Util at FP | `0.144` |
| Hold crit path type | `in2reg` |
| Final HPWL DP | `1.07 mm` |
| Dpl ws | `0.0653 ns` |
| Die Span Y | `83 um` |
| Via/cell ratio | `3.92` |
| Yosys reg bits | `10` |
| Overflow after GRT | `0` |
| Postcts setup bufs | `0` |
| CTS Root Cell | `clkbuf_8` |
| Post-CTS Hold Buffers | `0` |
| Fin worst setup slack | `0.309 ns` |
| FFs w/ async S/R, synth | `0` |
| Post-route ant nets | `0` |
| Max frequency | `591 MHz` |
| WP data required | `1.91 ns` |
| Synthesis area per yosys | `538 um2` |
| Area Growth Syn to Fin | `49.8%` |
| Number of enable flip-flop cells | `10` |
| Data arrival, critical path | `1.60 ns` |
| Worst Tran Pin Value | `0.337 ns` |
| Full die area | `6890 um2` |
| Switch share | `0.202` |
| # DRC | `0` |
| Main flop type | `edfxtp_1` |
| Pint | `418 uW` |
| Cell Type Count | `22` |
-- worst max-delay path, stage by stage --
cell and delay, ns:
clkdlybuf4s50_1 0.51, and4b_1 0.36, a21oi_2 0.09, nor2_1 0.24
-- final timing paths --
check	cells past startpoint	start	end
max	4	instruction[2]	aluOp[0]
min	3	instruction[4]	aluOp[1]
-- flip-flops by register name, indices dropped and copies added, names as in the netlist --
name / count
branch: 1
memRead: 1
memWrite: 1
memtoReg: 1
aluOp: 3
regWrite: 1
regDst: 1
aluSrc: 1
-- cell usage in the layout, fill, tap and decap left out, types with 2 or more instances in the layout --
| master | count |
|---|---|
| edfxtp_1 | 10 |
| inv_1 | 2 |
| nor2_1 | 8 |
| nand2b_1 | 4 |
| clkdlybuf4s50_1 | 16 |
| a21oi_1 | 5 |
| a21o_1 | 3 |
| nand3_1 | 3 |
| buf_4 | 2 |
| clkbuf_8 | 3 |
-- routing by layer --
layer | track usage | up-vias | share of wire | routed length, um
li1 | - | 225 | - | -
met1 | 0.0506 | 210 | 0.51 | 641
met2 | 0.0454 | 25 | 0.38 | 469
met3 | 0.00984 | 2 | 0.079 | 99
met4 | 0.0108 | 0 | 0.032 | 40
met5 | 0 | - | 0 | 0
-- power groups by stage --
stage,Clock [uW],Combinational [uW],Sequential [uW]
CTS,205,75.4,245
global route,215,83.5,245
finish,204,74.8,244
-- area by class of cell --
class                           instances  area [um2]  area share
Clock buffer                            3        41.3      0.0512
Clock inverter                          1        3.75     0.00466
Inverter                                2        7.51     0.00932
Multi-Input combinational cell         36         218       0.270
Sequential cell                        10         300       0.373
Tap cell                               48        60.1      0.0745
Timing Repair Buffer                   18         175       0.217
-- stage by stage --
stage | area [um2] | total power (uW) | hold slack (ns) | instances | utilization
2_1_floorplan | 538 | 279 | 0.635 | 51 | -
3_3_place_gp | 761 | 323 | 1.16 | 114 | 0.203
3_5_place_dp | 761 | 324 | 1.15 | 114 | 0.203
4_1_cts | 806 | 525 | 1.02 | 118 | 0.215
5_1_grt | 806 | 544 | 1.06 | 118 | 0.215
6_report | 806 | 523 | 1.01 | 118 | 0.215
-- logic make-up after synthesis --
logic type | count (synthesis) | synth area share
simple gates | 22 | 0.226
compound gates | 12 | 0.140
flops | 10 | 0.558
buf+inv | 5 | 0.0372
mux | 1 | 0.0186
fa+ha+maj | 1 | 0.0209
Power is estimated from default activity; no workload was simulated.

==> flow/design.v <==
module ALU(zero,result,aluCtrl,input1,input2);
input [3:0]aluCtrl;
input [31:0] input1,input2;
output reg [31:0] result;
output reg zero;
always@(aluCtrl or input1 or input2)
begin
 zero <= !(input1-input2)?1:0;
 case(aluCtrl)
 4'b 0000: result<= input1 && input2;
 4'b 0001: result<= input1 || input2;
 4'b 0010: result<= input1 + input2;
 4'b 0011: result<= input1 - input2;
 4'b 0100: result<= input1 << input2;
 4'b 0101: result<= input1 >> input2;
 4'b 0110: result<= (input1<input2)?1:0;
endcase
end
endmodule
==> flow/run.sh <==
#!/bin/bash
# OpenROAD 26Q1-2900-gdf79404cd8, Yosys 0.63+post, stock flow scripts
make -C /OpenROAD-flow-scripts/flow DESIGN_CONFIG=/design/flow/config.mk WORK_HOME=/design/flow/orfs finish
==> flow/config.mk <==
export PLATFORM = sky130hd
export DESIGN_NAME = ALU
export DESIGN_NICKNAME = ALU
export VERILOG_FILES = /design/flow/design.v
export SDC_FILE = /design/flow/constraint.sdc
export NUM_CORES = 4
export LEC_CHECK = 1
export CORE_UTILIZATION = 50
==> flow/constraint.sdc <==
current_design ALU

set clk_period 17.1
set clk_io_pct 0.2

create_clock -name clk0 -period $clk_period

set non_clock_inputs [all_inputs -no_clocks]
set_input_delay [expr $clk_period * $clk_io_pct] -clock clk0 $non_clock_inputs
set_output_delay [expr $clk_period * $clk_io_pct] -clock clk0 [all_outputs]
==> impl_metrics.yaml <==
# implementation run metrics
floorplanning:
  die_w_um: 132
  core_um2: 16500
  fp-utilization: 0.511
  dieArea_um2: 17400
  fp.dieH_um: 132
  num_rows: 47
  io_pins: 101
place:
  port_buffers: 101
  gp_congestion: 1.06
  dpl.hpwl_mm: 29.4
timing:
  slew_headroom: 0.390
  max_slew.worst_pin.slew_ps: 907
  drv_slew: 0
  finalHoldViolCount: 0
  rsz0062_at_grt: "no"
  finalCritPeriodShare: 0.692
  fmax_mhz: 84.5
  untimed_endpoints: 64
  min_period_ps: 11830
  finalSetupViolCount: 0
  unclocked_pins: 32
  fin_tns_setup_ps: 0
run:
  warning_count: 64
  drv_cap: 0
grt:
  grt-ovfl-total: 0
  grt_antenna_before_repair: 2
  grt_max_degree: 83
  grt_util_all_layers: 0.431
  grt_pass1_wl_mm: 56.5
  grt_pass1_vias: 9344
pwr:
  p_leak_uw: 0.00365
  ir_drop_uv: 35.3
  powerDensity_nw_per_um2: 30.9
  finalPower_uw: 291
finish:
  top_register: "result"
  final_util: 0.569
  largestRegisters: "result x32"
  fillCellCount: 1654
  areaGrowthSynthToFinish_pct: 11.5
  logic_area_um2: 7300
  largest_reg_flops: 32
  drive_gt1_frac: 0.0514
  ff_latch_area_um2: 480
logic_synthesis:
  async_flop_share: 0
  ys_chip_area_um2: 8440
  synth.comb.largest_family: "AND-OR/OR-AND gates"
  syn_inst: 1289
  synth_area_per_cell_um2: 6.55
  synth_warnings: 1
  aoi_share: 0.358
  synth-simple-area-share: 0.243
  ff_type: "dlxtn_1"
  syn-cell-area_um2: 8440
  ys_ff: 32
  edf_count: 0
  synth.distinct_cells: 78
  muxShareOfSynthArea: 0.118
  adder_share: 0.0981
  synthXorXnorAreaFrac: 0.0467
  ys_cells: 1289
worst_setup_path:
  critical_path_class: "in2out"
  endpoint_kind: "primary output"
  cp-start-kind: "primary input"
  worstPathArrival_ps: 8410
  crit_path_max_fanout: 82
  required_ps: 13680
routing:
  route.detailed.drc: 0
  via_per_inst: 6.82
  num_vias: 10392
  drt_iter0_drc: 1141
  drtPass1Iterations: 9
  num_antenna_cells: 0
  drt-total-wl_mm: 37.4
  ant_nets: 0
  wire_per_inst_um: 24.5
min_path:
  hold_depth: 8
  hp-class: "in2out"
run_status:
  status: "finished clean"
cts:
  cts_setup_buffers: 0
  cts-resized-gates: 0
  cts_hold_buffers: 0
[worst max-delay path: stages]
cell	delay (ps)
buf_2	70
buf_4	650
inv_2	540
ha_1	480
nor2b_1	140
o2111ai_1	200
a21oi_1	330
a21oi_1	190
o311ai_1	310
xor2_1	130
or3_1	380
nor4_1	430
nand4b_1	230
nor4bb_1	350
clkdlybuf4s50_1	520
[path summary, 6_finish.rpt]
| kind | startpoint | end | slack, ps |
|---|---|---|---|
| min | input2[29] | zero | 8320 |
| max | input2[1] | zero | 5270 |
[routing by layer]
layer,part of all wire,global-route usage
met1,0.41,0.620
met2,0.42,0.635
met3,0.13,0.108
met4,0.042,0.140
met5,0.00024,0
[synthesized netlist by cell type (18+ instances only)]
library cell / count / share of area
o22ai_1: 18 / 0.013
mux2i_1: 50 / 0.059
clkbuf_1: 65 / 0.029
inv_1: 63 / 0.028
a21oi_1: 137 / 0.081
a211oi_1: 36 / 0.032
nand3_1: 19 / 0.011
a31oi_1: 18 / 0.013
nor2_1: 134 / 0.060
nand2_1: 127 / 0.056
o21ai_0: 82 / 0.049
nor3_1: 42 / 0.025
buf_2: 18 / 0.011
nor4_1: 24 / 0.018
ha_1: 63 / 0.093
xnor2_1: 40 / 0.042
dlxtn_1: 32 / 0.057
nor2b_1: 18 / 0.013
[through the flow]
| stage | hold slack [ps] | setup slack, ps | instance area (um^2) | std cells |
|---|---|---|---|---|
| after floorplan | 7290 | 7040 | 8440 | 1289 |
| after global routing | 8420 | 4940 | 9410 | 1523 |
| after detailed placement | 8330 | 5420 | 9410 | 1523 |
| final | 8320 | 5270 | 9410 | 1523 |
| after global placement | 8320 | 5520 | 9410 | 1523 |
| after CTS | 8330 | 5410 | 9410 | 1523 |
[placed cells by master, fill, tap and decap left out, drive strengths merged, types with 9 or more instances in the layout]
| master | n |
|---|---|
| a211oi | 37 |
| o21bai | 14 |
| buf | 18 |
| a31oi | 18 |
| ha | 63 |
| o221ai | 9 |
| a2111oi | 10 |
| mux4 | 16 |
| clkdlybuf4s50 | 97 |
| a21o | 12 |
| a21oi | 137 |
| o211ai | 16 |
| o22ai | 18 |
| o31ai | 13 |
| o21a | 9 |
| xnor2 | 40 |
| nor3 | 42 |
| nor2 | 134 |
| and3 | 14 |
| nor2b | 18 |
| mux2i | 50 |
| dlxtn | 32 |
| nand4 | 13 |
| nand2b | 16 |
| o21ai | 83 |
| inv | 66 |
| nand3 | 19 |
| nand2 | 127 |
| or3 | 11 |
| a221oi | 11 |
| mux2 | 12 |
| nor4 | 24 |
[final cells by class]
class                   instances  share of cell area
multi-input cells            1088               0.776
repair buffers                115               0.117
flip-flops and latches         32              0.0511
well taps                     220              0.0293
inverters                      68              0.0271
[power by group]
| group | leakage [uW] | internal, uW | switching, uW |
|---|---|---|---|
| registers | 0.000246 | 6.42 | 0.588 |
| logic | 0.00341 | 108 | 177 |
| clock network | 0 | 0 | 0 |
[cell families after synthesis]
group           after synthesis
buf+inv                     169
mux                          78
compound gates              458
latches                      32
fa+ha+maj                    65
xor+xnor                     45
simple gates                442
Power figures rest on the tool's default switching activity, not on a simulated workload.

===== config.mk =====
export PLATFORM = sky130hd
export DESIGN_NAME = regFile
export DESIGN_NICKNAME = regFile
export VERILOG_FILES = /design/flow/design.v
export SDC_FILE = /design/flow/constraint.sdc
export NUM_CORES = 4
export LEC_CHECK = 1
export CORE_UTILIZATION = 40

===== constraint.sdc =====
current_design regFile

set clk_period 6.7
set clk_io_pct 0.2

create_clock -name clk0 -period $clk_period [get_ports {clk}]

set non_clock_inputs [all_inputs -no_clocks]
set_input_delay [expr $clk_period * $clk_io_pct] -clock clk0 $non_clock_inputs
set_output_delay [expr $clk_period * $clk_io_pct] -clock clk0 [all_outputs]

===== design.v =====
module regFile(readData1,readData2,readRegister1,
               readRegister2,writeRegister,writeData,
               clk,regWrite);
output reg [31:0] readData1;
output reg [31:0] readData2;
input [5:0] readRegister1;
input [5:0] readRegister2;
input [4:0] writeRegister;
input [31:0] writeData;
input clk;
input regWrite;
reg [31:0] registers[0:31];
always@(posedge clk)
begin
  readData1 <= registers[readRegister1];
  readData2 <= registers[readRegister2];
  if(regWrite)
    registers[writeRegister] <= writeData;
end
endmodule

===== run.sh =====
#!/bin/bash
# OpenROAD 26Q1-2900-gdf79404cd8, Yosys 0.63+post, stock flow scripts
make -C /OpenROAD-flow-scripts/flow DESIGN_CONFIG=/design/flow/config.mk WORK_HOME=/design/flow/orfs finish

==> impl_metrics.py <==
# Synthesis and PnR figures
metrics = {
    "final_layout": {
        "seqCellArea_um2": 32000,
        "mi_logic_area_um2": 16800,
        "postLayoutCoreUtil_pct": 45.8,
        "drive_above_1_share_pct": 9.63,
        "n_fill_cell": 10583,
        "syn_to_final_growth_pct": 13.5,
    },
    "pwr": {
        "switching_share_pct": 22.4,
        "power_frac_clock_pct": 41.0,
        "p_seq_share_pct": 50.5,
        "p_sw_mw": 3.38,
        "p_int_mw": 11.7,
        "cellPowerDensity_nw_per_um2": 266,
        "pwr-share-comb_pct": 8.4,
        "power.leakage_nw": 20.9,
        "ir_worst_vdd_mv": 0.193,
    },
    "setup_path": {
        "path_max_fanout": 18,
        "r2r_end": "readData2[8]",
        "start_kind": "primary input",
        "cp-startpoint": "regWrite",
        "reg2reg_slack_ns": 5.06,
        "worstSetupEndpointType": "register",
        "worstSetupEndpoint": "registers[12][30]",
        "r2r-start": "registers[6][8]",
        "r2r_cells": 5,
        "critPathRequiredTime_ns": 7.01,
        "critPathKind": "in -> reg",
        "cp.arrival_ns": 3.99,
    },
    "route": {
        "wire_per_inst_um": 28.2,
        "drc": 0,
        "via_count": 30922,
        "drt-total-wl_mm": 149,
        "antenna_left": 0,
        "drt_iter0_drc": 2022,
        "viasPerCell": 5.85,
        "dr.pass1.iters": 23,
    },
    "logic_synthesis": {
        "netlist_area_um2": 50100,
        "synthFlopType": "edfxtp_1",
        "top_cell_area_share_pct": 61.4,
        "synth-edff-count": 1024,
        "ys_async_sr_fraction_pct": 0,
        "synth_seq_share_pct": 64.0,
        "ys_types": 24,
        "syn_inst": 3450,
        "yosys_warnings": 1,
        "ys_cells": 3450,
        "top_cells_by_count": "edfxtp_1 (1,024), mux2i_1 (1,024), nand2_1 (195)",
        "synth_area_per_cell_um2": 14.5,
        "yosys_area_um2": 50100,
        "yosysTopAreaCell": "edfxtp_1",
        "yosys_register_bits": 1088,
        "yosys-top-cells-area": "edfxtp_1 (61%), mux2i_1 (20%), a22oi_1 (2.9%)",
    },
    "floorplan": {
        "dieHeight_um": 356,
        "io_pins": 115,
        "chipArea_um2": 127000,
        "fp_util_pct": 40.4,
        "die-width_um": 356,
        "core-area_um2": 124000,
        "rows": 129,
    },
    "sta": {
        "tightest_slew_ns": 0.978,
        "slew-limit-headroom_pct": 34.6,
        "post-route-period-util_pct": 54.9,
        "fin_setup_tns_ns": 0,
        "rsz0062_at_grt": "no",
        "fin_crit_ns": 3.68,
        "finalHoldViolCount": 0,
        "finalMaxSlewViolations": 0,
        "fmax_mhz": 272,
        "setup_violations": 0,
        "finClkSkew_ns": 0.0187,
    },
    "clocking": {
        "ctsResizeCount": 0,
        "cts_tree": "built",
        "holdBufCountCts": 0,
        "post_cts_buffers": 0,
        "cts.sinks": 1088,
        "clk_pin_slew_ns": 0.06,
        "cts-root-buf": "clkbuf_16",
        "cts_buffers": 109,
        "clk_path_buf_depth": 3,
        "cts.htree.levels": 3,
        "clock_latency_ns": 0.69,
    },
    "placed_design": {
        "hpwlAfterDp_mm": 82.8,
        "io_buffer_count": 112,
        "gp_congestion": 0.869,
    },
    "flow_run": {
        "warning_count": 28,
        "drv_cap": 0,
    },
    "min_path": {
        "hp-class": "reg -> reg",
    },
    "grt": {
        "grt-ovfl-total": 0,
        "grt_max_degree": 89,
        "grt_pass1_wl_mm": 214,
        "antenna_found_initial": 8,
        "track_usage_pct": 25.3,
        "grt_pass1_vias": 31648,
    },
    "status": {
        "outcome": "finished clean",
    },
}
[per-layer routing]
metal	global-route usage [%]	share of wire, %
met2	39.2	48
met5	1.55	0.19
met3	13.5	13
met1	31.3	35
met4	7.84	3.9
[worst min path at each step]
| stage | start | end | slack [ns] | cells after the start |
|---|---|---|---|---|
| CTS | registers[24][7] | readData2[7] | 0.63 | 4 |
| global route | registers[26][24] | readData2[24] | 0.68 | 4 |
| finish | registers[24][7] | readData2[7] | 0.62 | 4 |
[layout make-up]
class,count,area share [%]
Tap cell,1637,3.60
Clock inverter,52,0.964
Multi-Input combinational cell,2109,29.5
Timing Repair Buffer,241,4.00
Antenna cell,3,0.0132
Sequential cell,1088,56.4
Clock buffer,155,5.52
[placed cells by master, fill, tap and decap left out, types with 3 or more instances in the layout]
master           netlist  routed
nand2_1              195     193
clkbuf_1              86      26
nor2b_4                0       4
clkbuf_16              0     112
a21oi_1              192     192
clkinv_2               0      23
nand3b_1               5       5
inv_6                  0       3
a22oi_1              192     192
bufinv_16              0      11
buf_4                 47     115
a22o_1               128     128
nand2b_2               0       4
edfxtp_1            1024    1024
nand3_1              194     194
nor2_4                 0      34
or3b_2                 3       3
clkbuf_8               0      17
a31oi_1               64      64
clkdlybuf4s50_1        0     110
clkinv_1               0      12
mux2i_1             1024    1024
diode_2                0       3
dfxtp_1               64      64
buf_12                 0      14
nor3_1                64      64
[sequential cells by signal, summed over array words and instances (netlist names)]
| signal | count |
|---|---|
| readData1 | 32 |
| readData2 | 32 |
| registers | 1024 |
[stage by stage]
| stage | hold slack, ns | total power [mW] | instances | instance area, µm² | worst slack (ns) |
|---|---|---|---|---|---|
| detailed placement | 0.621 | 9.04 | 5075 | 53100 | 2.35 |
| global placement | 0.619 | 9.04 | 5075 | 53100 | 2.38 |
| floorplan | 0.579 | 8.47 | 3450 | 50100 | 2.93 |
| global route | 0.681 | 15.6 | 5282 | 56800 | 2.97 |
| finish | 0.625 | 15.1 | 5285 | 56800 | 3.02 |
| CTS | 0.632 | 15.2 | 5282 | 56800 | 3.10 |
[power groups by stage]
stage     clock (mW)  sequential (mW)  combinational (mW)
6_report        6.20             7.63                1.27
5_1_grt         6.55             7.64                1.36
4_1_cts         6.29             7.63                1.27
[cell families (layout without fill, tap and decap cells)]
logic type / Yosys count / count (layout) / share of synthesized area [%]
and+or+nand+nor: 509 / 509 / 4.59
other: 0 / 3 / 0
DFF: 1088 / 1088 / 64.0
AOI/OAI and AO/OA: 576 / 576 / 7.84
muxes: 1024 / 1024 / 20.5
buffers and inverters: 253 / 448 / 3.13
[critical path, cell delays in order]
cell and delay, ns:
clkdlybuf4s50_1 0.52, or3b_2 0.69, nor2_4 0.84, buf_4 0.58
Power is estimated from default activity; no workload was simulated.
